==> flow/design.v <==
module ram_new_design
#(parameter NUMS_OF_BYTES = 4)
(
            input rst_n,
            input clk,
            input wen,
            input [7:0] raddr_1,
            input [7:0] waddr_2,
            input [7:0] addr_3,
            input [7:0] wdata_2,
            input [7:0] wdata_3,
            input [NUMS_OF_BYTES * 8 - 1:0] k_addr,
            output reg [NUMS_OF_BYTES * 8 - 1:0] k_data,
            output [7:0] rdata_1,
            output [7:0] rdata_3
);
    integer i;
    reg [7:0] mem [255:0];
    assign rdata_1 = mem[raddr_1];
    assign rdata_3 = mem[addr_3];
    always@(posedge clk)
    begin
        if (~rst_n)
        begin
            for (i = 0; i < 256; i = i + 1) begin
                mem[i] <= i;
            end
        end
        else if (wen)
        begin
            mem[waddr_2]    <= wdata_2;
            mem[addr_3]     <= wdata_3;
        end 
    end
    always@(*)   
    begin
        if (rst_n) begin
            for (i = 0; i < NUMS_OF_BYTES; i = i + 1) begin
                k_data[i * 8 +: 8] = mem[k_addr[i * 8 +: 8]];
            end
        end
    end
endmodule
module rc4_new_design
#(parameter NUMS_OF_BYTES = 4)
(
    input clk,
    input rst_n,
    input start,
    input [NUMS_OF_BYTES * 8 - 1:0] key,
    input [7:0] key_length,
    output [NUMS_OF_BYTES * 8 - 1:0]  ckey,
    output reg [NUMS_OF_BYTES * 8 - 1:0]  data_out,
    output reg [NUMS_OF_BYTES * 8 - 1:0] k_addr,  
    output reg done
);
	reg [7:0] key_reg [NUMS_OF_BYTES - 1:0];
    wire [7:0]  raddr_1, waddr_2, addr_3;
    wire [7:0]  rdata_1, rdata_3;  
    reg	 [7:0]  wdata_2, wdata_3;
    reg wen;
    reg 	[2:0]   state;
    reg PRGA, KSA;
    reg     [7:0]   i, j, k;
    reg     [7:0]   temp_addr;
    reg             first_iter;
    reg	    [7:0]	Si;
    integer iter;
    parameter STEP_1 = 1;
    parameter STEP_2 = 2;
    parameter IDLE = 0;
    always@(posedge clk) begin
        if (~rst_n) begin
            state       <= 3'd0;
            i           <= 8'd0;
            j           <= 8'd0;
            k           <= 8'd0;
            Si          <= 8'd0;
            KSA         <= 1'b1;
            PRGA        <= 1'b0;
            temp_addr   <= 8'd0;
            first_iter  <= 1'b1;
			done	    <= 1'b0;
            k_addr      <= 0;
            wen         <= 1'b0;
        end
        else begin
            case (state)
            IDLE:
            begin
                if (start && ~done)
                    state <= STEP_1;
                else 
                    state <= IDLE;
            end  
            STEP_1:
            begin
                if (first_iter) begin
                    if (KSA)
                        i <= 8'd0;       
                    else if (PRGA) begin
                        i <= 8'd1;
                        wen <= 1'b1;
                        if (i != j) begin
                            wdata_2 <= rdata_3;  
                            wdata_3 <= rdata_1;  
                            temp_addr <= i;
                        end 
                    end
                    first_iter <= 1'b0;
                end
                else begin
                    wen <= 1'b1;
                    if (i != j) begin
                        wdata_2 <= rdata_3;  
                        wdata_3 <= rdata_1;  
                        if (PRGA) begin
                            wdata_3 <= Si;
                        end
                        else begin
                            wdata_3 <= rdata_1;  
                        end
                    end 
                    if (PRGA && i >= 1) begin
                        k <= Si + rdata_3;  
                        k_addr[(i - 1) * 8 +: 8] <= Si + rdata_3;
                        if (i >= 2) begin
                            data_out[(i - 2) * 8 +: 8] <= rdata_1;
                        end
                    end
                    temp_addr <= i;
                    i <= i + 1'b1;       
                end
                state <= STEP_2;
            end  
            STEP_2:
            begin
                wen <= 1'b0;
                if (KSA) begin
                    if (j == temp_addr + 1)
                        j <= j + wdata_3 + key_reg[(i % key_length)];    
                    else
                        j <= j + rdata_1 + key_reg[(i % key_length)];    
                end
                else if (PRGA) begin
                    if (i == 1)
                        j <= 8'd0 + rdata_1;                             
                    else
                        j <= j + rdata_1;                                
                    Si <= rdata_1;
                end
                if (i == (key_length + 2) && PRGA) begin                 
                    done <= 1'b1;
                    i <= 8'd0;
                    state <= IDLE;
                end
                else
                    state <= STEP_1;
            end  
        endcase
        end
        if (KSA == 1 && i == 255) begin
            PRGA <= 1'b1;
            KSA  <= 1'b0;
            first_iter <= 1'b1;
        end
    end
    assign raddr_1 = (PRGA && state == STEP_1 && i >= 2 && i < 255) ? k : i;
    assign waddr_2 = temp_addr;
    assign addr_3 = j;
     always@(*) begin
        for (iter = 0; iter < NUMS_OF_BYTES; iter = iter + 1) begin
            key_reg[iter] <= key[iter * 8 +: 8]; 
        end
     end
    ram_new_design #(.NUMS_OF_BYTES(NUMS_OF_BYTES)) SBox (
        .rst_n      (rst_n),
        .clk        (clk),
        .wen        (wen),
        .raddr_1    (raddr_1),
        .waddr_2    (waddr_2),
        .addr_3     (addr_3),
        .k_addr     (k_addr),
        .k_data     (ckey),
        .wdata_2    (wdata_2),
        .wdata_3    (wdata_3),
        .rdata_1    (rdata_1),
        .rdata_3    (rdata_3)
    );
endmodule 
==> flow/run.sh <==
#!/bin/bash
# OpenROAD 26Q1-2900-gdf79404cd8, Yosys 0.63+post, stock flow scripts
make -C /OpenROAD-flow-scripts/flow DESIGN_CONFIG=/design/flow/config.mk WORK_HOME=/design/flow/orfs finish
==> flow/config.mk <==
export PLATFORM = sky130hd
export DESIGN_NAME = rc4_new_design
export DESIGN_NICKNAME = rc4_new_design
export VERILOG_FILES = /design/flow/design.v
export SDC_FILE = /design/flow/constraint.sdc
export NUM_CORES = 4
export LEC_CHECK = 1
export CORE_UTILIZATION = 30
==> flow/constraint.sdc <==
current_design rc4_new_design

set clk_period 83.3
set clk_io_pct 0.2

create_clock -name clk0 -period $clk_period [get_ports {clk}]

set non_clock_inputs [all_inputs -no_clocks]
set_input_delay [expr $clk_period * $clk_io_pct] -clock clk0 $non_clock_inputs
set_output_delay [expr $clk_period * $clk_io_pct] -clock clk0 [all_outputs]
==> flow_summary_export.csv <==
group,metric,value,unit
run_status,status,"completed",
worst_setup_path,crit_required,84.28,ns
clock_network,root_buffer,"clkbuf_16",
worst_hold_path,hold_start,"state[0]",
global_route,antenna_found_initial,330,
power,leakage,58.1,nW
sta,setup_viol,0,
placed_design,gp_congestion,1.14,
sta,min_period,31.76,ns
cells_and_area,drive_gt1_share,35.0,%
logic_synthesis,yosysChipArea,196000,um2
clock_network,htree_num_levels,5,
sta,fin_skew,0.0668,ns
sta,layout_worst_path_cycle_share,38.1,%
worst_hold_path,hold_path_class,"flop to flop",
clock_network,ctsHoldBuffers,0,
clock_network,clk_latency,1.11,ns
logic_synthesis,async_flop_share,0,%
worst_setup_path,r2r_cells,69,
logic_synthesis,synthDistinctLibCells,97,
floorplanning,fp_util,30.1,%
worst_setup_path,cpPeakStageDelay,0.61,ns
worst_hold_path,hold_end,"state[0]",
detailed_routing,drcViolationCount,0,
sta,maxSlewHeadroom,14.2,%
worst_setup_path,cp.depth,71,
detailed_routing,antenna_left,0,
logic_synthesis,yosys.area.top_type,"mux4_2",
sta,fin_tns_setup,0,ns
clock_network,cts_setup_buffers,0,
global_route,grt_first_pass_wirelength,1700000,um
detailed_routing,drtPass1Iterations,10,
logic_synthesis,yosysTopAreaCellShare,39.2,%
logic_synthesis,edf_count,2096,
worst_setup_path,path_delay_family,"AND-OR/OR-AND gates",
worst_setup_path,slowest_stage,"or4b_2",
worst_setup_path,cp_data_arrival_time,32.73,ns
floorplanning,coreArea,650000,um2
floorplanning,io_pins,140,
worst_setup_path,worstSetupStartpointType,"input port",
clock_network,cts_tree,"yes",
worst_setup_path,crit_path_frequent_cell,"o21a_1",
floorplanning,chipArea,657000,um2
worst_setup_path,r2r_slack,66.96,ns
logic_synthesis,syn_inst,15200,
sta,unclocked_regs,32,
detailed_routing,wl,1300000,um
worst_setup_path,cp-end-kind,"flop",
sta,max_freq,31.5,MHz
clock_network,numCtsBuffers,271,
sta,tightest_slew,1.28,ns
detailed_routing,wl_per_cell,53.6,um
floorplanning,fp.dieH,810,um
worst_setup_path,worstPathMaxFanout,15,
detailed_routing,drt_iter0_drc,23000,
cells_and_area,syn2layout_area_growth,12.8,%
logic_synthesis,synth_top_flop_cell,"edfxtp_1",
flow_run,maxCapViolations,0,
placed_design,post_dp_cell_area,211000,um2
worst_setup_path,rr_startpoint,"i[3]",
logic_synthesis,synth_area,196000,um2
logic_synthesis,ys_cells,15200,
clock_network,clock_path_buffers,4,
logic_synthesis,avgSynthCellArea,12.9,um2
flow_run,tool_warnings,48,
clock_network,clk_pin_slew_worst_paths,0.06,ns
global_route,gr-total-overflow,0,
sta,untimed_endpoints,64,
worst_setup_path,crit_buf_inv,6,
sta,finalMaxSlewViolations,0,
detailed_routing,vias,184000,
floorplanning,die_x,810,um
power,power_density,13.0,nW/um2
logic_synthesis,ys.flops,2248,
cells_and_area,final_cell_area,221000,um2
global_route,grt_max_degree,110,
placed_design,dp_hpwl,925000,um
global_route,grt_pass1_vias,178000,
global_route,grt_use_total,41.1,%
power,vdd_ir_drop_max,17.5,uV
sta,rsz0062_at_grt,"false",
worst_setup_path,critPathKind,"input port to flop",
sta,hold_viol,0,
detailed_routing,drt-vias-per-instance,7.59,
floorplanning,rows,296,
logic_synthesis,yosysWarnings,3,
worst_hold_path,worstHoldPathCells,2,
clock_network,post_cts_resized,0,
placed_design,io_buffers,139,
logic_synthesis,yosys-top-cells-area,"mux4_2 (39%), edfxtp_1 (32%), a22oi_1 (3.7%)",
## worst min-delay path, cell delays in order (launching register included)
cell	delay, ns
dfxtp_1	0.31
o21ai_0	0.07
nand3_1	0.08
## state kept, by name, summed over array words and instances (netlist names), 8 cells and up, named ones only
signal and count:
SBox.mem 2048, i 8, wdata_3 8, k_addr 32, temp_addr 8, data_out 32
k 8, wdata_2 8, Si 8, j 8, SBox.k_data 32
## metal layers
layer / vias to the layer above / routed length (um) / track usage (%) / part of all wire (%)
met5: - / 13200 / 21.5 / 1.0
met4: 311 / 136000 / 32.6 / 11
met3: 5241 / 283000 / 39.2 / 22
met2: 20400 / 494000 / 49.6 / 38
met1: 92400 / 372000 / 40.0 / 29
li1: 65600 / - / - / -
## final cells by class
cell class                 count  area [um2]
fill                       62600      429000
multi-input combinational  10900      123000
sequential                  2248       65900
tap                         8642       10800
timing repair buffer        1308       10500
clock buffer                 310        6990
clock inverter               174        1920
antenna                      577        1440
inverter                      65         364
## layout by cell type (no fill, tap or decap), types with 37 or more instances in the layout
master | netlist | routed
mux4_2 | 3415 | 3415
edfxtp_1 | 2096 | 2096
nand2_1 | 1826 | 1795
buf_4 | 56 | 1141
a22oi_1 | 976 | 975
o22ai_1 | 972 | 971
diode_2 | 0 | 577
nand3_1 | 409 | 395
nor2_1 | 385 | 341
nor3_1 | 364 | 327
and3_1 | 312 | 312
clkbuf_16 | 0 | 273
a21oi_1 | 267 | 267
o211ai_1 | 262 | 262
a211oi_1 | 216 | 214
a311oi_1 | 205 | 205
o21ai_0 | 151 | 150
clkdlybuf4s50_1 | 0 | 138
o22a_1 | 93 | 93
a221oi_1 | 94 | 92
mux2i_1 | 96 | 92
ha_1 | 92 | 92
a32oi_1 | 91 | 91
dfxtp_1 | 120 | 87
a31oi_1 | 84 | 84
nor2b_1 | 69 | 69
xnor2_1 | 60 | 60
a22o_1 | 51 | 51
inv_1 | 54 | 45
a2111oi_0 | 42 | 42
clkinv_1 | 6 | 40
nor4_1 | 46 | 38
nor3_2 | 2 | 37
## stage by stage
stage	hold slack [ns]	setup WS, ns	utilization, %	std cells	total power, mW
global route	0.524	50.32	33.9	24000	2.90
CTS	0.511	51.41	33.8	23700	2.84
floorplan	0.465	52.85	-	15200	1.45
global placement	0.481	49.52	32.4	23200	1.61
finish	0.508	51.54	34.0	24200	2.88
detailed placement	0.498	50.46	32.4	23200	1.61
## where the power goes
| part | internal, mW | switching (mW) |
|---|---|---|
| clock | 0.691 | 0.572 |
| sequential | 1.23 | 0.0411 |
| combinational | 0.123 | 0.222 |
## kinds of logic (layout without fill, tap and decap cells)
family,count (synthesis),in the layout,synth area share (%)
latches,32,32,0.245
compound gates,3693,3693,13.4
flops,2216,2216,33.3
buf+inv,2003,1857,4.10
simple gates,3506,3506,7.94
other cells,0,577,0
xor+xnor,84,84,0.375
mux,3537,3537,39.9
fa+ha+maj,104,104,0.710
## worst max-delay path by stage
stage	startpoint	endpoint	slack, ns
4_1_cts	key_length[1]	flop	51.41
5_1_grt	key_length[1]	flop	50.32
6_report	key_length[1]	flop	51.54
## cells in the mapped netlist, drive strengths merged, types with 92 or more instances
cell type and instances:
a22oi 976, o22a 94, buf 658, clkbuf 1280
mux2i 98, a21oi 268, a311oi 205, mux4 3415
and3 312, o21ai 167, nor2 389, a221oi 94
edfxtp 2096, o22ai 972, nand2 1827, dfxtp 120
o211ai 263, nand3 409, ha 92, nor3 368
a211oi 216
Power is estimated from default activity; no workload was simulated.
